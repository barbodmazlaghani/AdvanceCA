**/design/flow/run.sh**
```bash
#!/bin/bash
# OpenROAD 26Q1-2900-gdf79404cd8, Yosys 0.63+post, stock flow scripts
make -C /OpenROAD-flow-scripts/flow DESIGN_CONFIG=/design/flow/config.mk WORK_HOME=/design/flow/orfs finish
```
**/design/flow/design.v**
```verilog
module hazard_unit(input ALUSrc1D, ALUSrc2D,
			 Branch1D,
			 Jump1D, Jump2D,
			 MemtoReg1E, MemtoReg2E,
			 MemWrite1E, MemWrite2D,
			 Prediction1E, Prediction2E, 
			 RegWrite1M, RegWrite1W, RegWrite2M, RegWrite2W,
			 Taken1E, Taken2E,
	     input [4:0] Rd1D,
			 Rs1D, Rs2D,
			 Rs1E, Rs2E,
			 Rt1D, Rt2D,
			 Rt1E, Rt2E,
			 WriteReg1M, WriteReg1W, WriteReg2M, WriteReg2W,
	    input [31:0] ALUOut1E, ALUOut2E,
	      output reg Flush1D, Flush2D, Flush1E, Flush2E, Flush1M, Flush2M,
			 StallF, Stall1D, Stall2D, Stall1E, Stall2E, Stall1M, Stall2M, StallW,
	output reg [2:0] ForwardA1E, ForwardA2E, ForwardB1E, ForwardB2E);
	reg lwstall, memstall, samecyclestall, wrongprediction1, wrongprediction2;
	always @ (*) begin
		lwstall = (((Rs1D == Rt1E) || (Rt1D == Rt1E) || (Rs2D == Rt1E) || (Rt2D == Rt1E)) && MemtoReg1E) ||
			  (((Rs1D == Rt2E) || (Rt1D == Rt2E) || (Rs2D == Rt2E) || (Rt2D == Rt2E)) && MemtoReg2E);
		memstall = MemWrite1E && MemtoReg2E && (ALUOut1E == ALUOut2E);
		if(!ALUSrc1D && !ALUSrc2D && !MemWrite2D) begin
			samecyclestall = ((Rs2D != 0) && (Rs2D == Rd1D)) || ((Rt2D != 0) && (Rt2D == Rd1D)) || (Branch1D && Jump2D);
		end else if(!ALUSrc1D && ALUSrc2D && !MemWrite2D) begin
			samecyclestall = (Rs2D != 0) && (Rs2D == Rd1D);
		end else if(ALUSrc1D && !ALUSrc2D && !MemWrite2D) begin
			samecyclestall = ((Rs2D != 0) && (Rs2D == Rt1D)) || ((Rt2D != 0) && (Rt2D == Rt1D));
		end else if(ALUSrc1D && ALUSrc2D && !MemWrite2D) begin
			samecyclestall = (Rs2D != 0) && (Rs2D == Rt1D);
		end else if(!ALUSrc1D && MemWrite2D) begin
			samecyclestall = ((Rt2D != 0) && (Rt2D == Rd1D)) || ((Rs2D != 0) && (Rs2D == Rd1D));
		end else if(ALUSrc1D && MemWrite2D) begin
			samecyclestall = ((Rt2D != 0) && (Rt2D == Rt1D)) || ((Rs2D != 0) && (Rs2D == Rt1D));
		end else begin
			samecyclestall = 1'b0;
		end
		wrongprediction1 = Taken1E ^ Prediction1E;
		wrongprediction2 = Taken2E ^ Prediction2E;
		if((Rs1E != 0) && (Rs1E == WriteReg2M) && (RegWrite2M))		ForwardA1E = 3'b001;
		else if((Rs1E != 0) && (Rs1E == WriteReg1M) && (RegWrite1M))	ForwardA1E = 3'b010;
		else if((Rs1E != 0) && (Rs1E == WriteReg2W) && (RegWrite2W))	ForwardA1E = 3'b011;
		else if((Rs1E != 0) && (Rs1E == WriteReg1W) && (RegWrite1W))	ForwardA1E = 3'b100;
		else								ForwardA1E = 3'b000;
		if((Rs2E != 0) && (Rs2E == WriteReg2M) && (RegWrite2M))		ForwardA2E = 3'b001;
		else if((Rs2E != 0) && (Rs2E == WriteReg1M) && (RegWrite1M))	ForwardA2E = 3'b010;
		else if((Rs2E != 0) && (Rs2E == WriteReg2W) && (RegWrite2W))	ForwardA2E = 3'b011;
		else if((Rs2E != 0) && (Rs2E == WriteReg1W) && (RegWrite1W))	ForwardA2E = 3'b100;
		else								ForwardA2E = 3'b000;
		if((Rt1E != 0) && (Rt1E == WriteReg2M) && (RegWrite2M))		ForwardB1E = 3'b001;
		else if((Rt1E != 0) && (Rt1E == WriteReg1M) && (RegWrite1M))	ForwardB1E = 3'b010;
		else if((Rt1E != 0) && (Rt1E == WriteReg2W) && (RegWrite2W))	ForwardB1E = 3'b011;
		else if((Rt1E != 0) && (Rt1E == WriteReg1W) && (RegWrite1W))	ForwardB1E = 3'b100;
		else								ForwardB1E = 3'b000;
		if((Rt2E != 0) && (Rt2E == WriteReg2M) && (RegWrite2M))		ForwardB2E = 3'b001;
		else if((Rt2E != 0) && (Rt2E == WriteReg1M) && (RegWrite1M))	ForwardB2E = 3'b010;
		else if((Rt2E != 0) && (Rt2E == WriteReg2W) && (RegWrite2W))	ForwardB2E = 3'b011;
		else if((Rt2E != 0) && (Rt2E == WriteReg1W) && (RegWrite1W))	ForwardB2E = 3'b100;
		else								ForwardB2E = 3'b000;
		Flush1D = Jump1D || (Jump2D && (~Branch1D && ~Taken1E)) || (samecyclestall && samecyclestall !== 1'bx) || wrongprediction1 || wrongprediction2;
		Flush2D = Jump1D || (Jump2D && (~Branch1D && ~Taken1E)) || wrongprediction1 || wrongprediction2;
		Flush1E = Jump1D || lwstall || memstall || wrongprediction1 || wrongprediction2;
		Flush2E = Jump1D || (lwstall && !memstall) || (samecyclestall && samecyclestall !== 1'bx) || wrongprediction1 || wrongprediction2;
		Flush1M = wrongprediction1;
		Flush2M = memstall || wrongprediction1;
		StallF = lwstall || memstall || (samecyclestall && samecyclestall !== 1'bx);
		Stall1D = lwstall || memstall;
		Stall2D = lwstall || memstall || (samecyclestall && samecyclestall !== 1'bx);
		Stall1E = 1'b0;
		Stall2E = memstall;
		Stall1M = 1'b0;
		Stall2M = 1'b0;
		StallW = 1'b0;
	end
endmodule
```
**/design/flow/config.mk**
```make
export PLATFORM = sky130hd
export DESIGN_NAME = hazard_unit
export DESIGN_NICKNAME = hazard_unit
export VERILOG_FILES = /design/flow/design.v
export SDC_FILE = /design/flow/constraint.sdc
export NUM_CORES = 4
export LEC_CHECK = 1
export CORE_UTILIZATION = 40
```
**/design/flow/constraint.sdc**
```tcl
current_design hazard_unit

set clk_period 4.6
set clk_io_pct 0.2

create_clock -name clk0 -period $clk_period

set non_clock_inputs [all_inputs -no_clocks]
set_input_delay [expr $clk_period * $clk_io_pct] -clock clk0 $non_clock_inputs
set_output_delay [expr $clk_period * $clk_io_pct] -clock clk0 [all_outputs]
```
==> impl_metrics.toml <==
# generated from flow reports
[status]
status = "finished clean"

[floorplan]
die_w_um = 76.0
core_um2 = 5200
ios = 172
floorplan.core_util_pct = 42.1
rows = 26
chip_area_um2 = 5780
die_y_um = 76.0

[place]
place_ws_ns = 0.519
place.gp.congestion = 0.899
place_hpwl_um = 6410
io_buffers = 160

[pwr]
p_seq_share_pct = 0
switching_share_pct = 37.6
clock_power_share_pct = 0
power.share.combinational_pct = 100.0
leakage_nw = 1.30
p_sw_mw = 0.127
power.internal_mw = 0.211
powerDensity_nw_per_um2 = 89.9
finalPower_mw = 0.338
ir_worst_vdd_uv = 60.1

[logic_synthesis]
yosysTopAreaCell = "xnor2_1"
netlist.area_leader.share_pct = 39.2
yosys_warnings = 1
syn_inst = 296
synth_area_um2 = 2190
ys_cells = 296
top_cells_by_area = "xnor2_1 (39%), xor2_1 (22%), nand4_1 (6.8%)"
synth_cell_types = 26
ys_seq_share_pct = 0
ys_chip_area_um2 = 2190
synth.avg_cell_area_um2 = 7.41

[sta]
tightest_slew_ns = 0.657
setup_viol = 0
fin_ws_ns = 0.501
slew_headroom_pct = 56.1
fin_crit_ns = 4.10
slew_violations = 0
fin_tns_setup_ns = 0
fmax_mhz = 244
hold_viol = 0
rsz0062_at_grt = "false"
finalClockPeriodUsage_pct = 89.1

[grt]
antenna_found_initial = 0
grt_pass1_wl_um = 11600
overflow = 0
grt_pass1_vias = 2491
grt_max_degree = 10
grt_usage_pct = 24.9

[finish]
layout-drive-gt1-share_pct = 4.40
area_growth_pct = 71.4
regArea_um2 = 0
design.seq.count = 0
nClkBuffers = 0

[drt]
vias_per_cell = 4.95
drt-initial-drc-count = 80
num_antenna_cells = 0
num_vias = 2484
wl_um = 7200
drt_first_pass_iters = 4
drc_errors = 0
ant_nets = 0
wire_per_inst_um = 14.3

[worst_setup_path]
startpoint_type = "primary input"
cp.arrival_ns = 3.18
crit_fanout = 9
critPathKind = "primary input to output port"
endpoint_kind = "output port"
worstPathRequired_ns = 3.68

[worst_hold_path]
hold_class = "primary input to output port"

[clock_network]
hold_buffers = 0
cts_resized = 0
cts_setup_buffers = 0

[run]
tool_warnings = 41
cap_violations = 0
==> worst max-delay path, stage by stage <==
cell,delay (ns)
clkdlybuf4s50_1,0.75
xor2_1,0.28
nor3_1,0.22
nand3_1,0.13
nand4_1,0.11
a22oi_1,0.11
o21ai_0,0.17
clkdlybuf4s50_1,0.49
==> area by class of cell <==
type / instances / area (um2)
multi-input combinational: 257 / 1980
timing repair buffer: 169 / 1670
fill: 441 / 1450
tap: 70 / 87.6
inverter: 6 / 22.5
==> cell usage after synthesis, types with 2 or more instances <==
| library cell | n |
|---|---|
| nor2_1 | 9 |
| nand3_1 | 11 |
| buf_2 | 12 |
| clkbuf_1 | 13 |
| buf_6 | 3 |
| nor4_1 | 14 |
| nor3_1 | 13 |
| nand4_1 | 24 |
| buf_4 | 8 |
| o41ai_2 | 3 |
| inv_1 | 6 |
| and3_1 | 3 |
| xnor2_1 | 98 |
| nand2_1 | 7 |
| or4_1 | 3 |
| o21ai_0 | 2 |
| nor2_4 | 3 |
| or4_4 | 2 |
| xor2_1 | 55 |
==> through the flow <==
| stage | util (%) | area [um2] | std cells | hold slack (ns) |
|---|---|---|---|---|
| after detailed placement | 72.2 | 3760 | 502 | 2.77 |
| final | 72.2 | 3760 | 502 | 2.76 |
| after global placement | 72.2 | 3760 | 502 | 2.76 |
| after floorplan | - | 2200 | 299 | 1.88 |
| after CTS | 72.2 | 3760 | 502 | 2.77 |
| after global routing | 72.2 | 3760 | 502 | 2.84 |
==> worst paths after layout <==
kind	start	endpoint	slack, ns	cells after the start
setup / recovery	Rt2E[0]	Flush2E	0.50	8
hold / removal	Jump2D	Flush1D	2.76	4
==> power groups by stage <==
stage         sequential, mW  combinational (mW)  clock [mW]
CTS                        0               0.340           0
global route               0               0.365           0
finish                     0               0.338           0
==> layout by cell type (no fill, tap or decap) <==
cell / synthesis / routed
nor2_2: 1 / 1
and3_1: 3 / 3
xor2_1: 55 / 55
nor2_4: 3 / 3
buf_4: 8 / 9
or4_1: 3 / 3
conb_1: 1 / 4
nand2b_1: 1 / 1
nor2_1: 9 / 9
xnor2_1: 98 / 98
nor3_1: 13 / 13
nor4_1: 14 / 14
a21o_1: 1 / 1
a211o_1: 1 / 1
inv_1: 6 / 6
o21ai_0: 2 / 2
or4_4: 2 / 2
a22oi_1: 1 / 1
nor4_2: 1 / 1
clkdlybuf4s50_1: 0 / 160
o41ai_2: 3 / 3
nand2_1: 7 / 7
nand4_1: 24 / 24
nand3_1: 11 / 11
==> kinds of logic after synthesis <==
family	after synthesis	synth area share [%]
buffers and inverters	42	10.3
and+or+nand+nor	92	24.7
xor gates and xnor gates	153	61.1
other	1	0.171
AOI/OAI and AO/OA	8	3.77
==> metal layers <==
metal / vias up / share of wire, % / GRT usage (%) / wire (um)
met3: 6 / 8.9 / 2.92 / 639
met1: 1102 / 40 / 32.5 / 2850
met4: 0 / 1.1 / 2.88 / 76
met5: - / 0 / 0 / 0
li1: 1251 / - / - / -
met2: 125 / 50 / 45.2 / 3630
No activity file was given, so power comes from the tool's default toggle rates.
